File: /design/flow/design.v
interface axi_if #(
    parameter ID_W_WIDTH = 4,
    parameter ID_R_WIDTH = 4,
    parameter ADDR_WIDTH = 16,
    parameter AXI_DATA_WIDTH = 32
) ();
    logic AWVALID;
    logic AWREADY;
    logic [ID_W_WIDTH-1:0] AWID;
    logic [ADDR_WIDTH-1:0] AWADDR;
    logic [7:0] AWLEN;
    logic [2:0] AWSIZE;
    logic [1:0] AWBURST;
    logic WVALID;
    logic WREADY;
    logic [AXI_DATA_WIDTH-1:0] WDATA;
    logic [(AXI_DATA_WIDTH/8)-1:0] WSTRB;
    logic WLAST;
    logic BVALID;
    logic BREADY;
    logic [ID_W_WIDTH-1:0] BID;
    logic ARVALID;
    logic ARREADY;
    logic [ID_R_WIDTH-1:0] ARID;
    logic [ADDR_WIDTH-1:0] ARADDR;
    logic [7:0] ARLEN;
    logic [2:0] ARSIZE;
    logic [1:0] ARBURST;
    logic RVALID;
    logic RREADY;
    logic [ID_R_WIDTH-1:0] RID;
    logic [AXI_DATA_WIDTH-1:0] RDATA;
    logic RLAST;
    modport m (
        input AWREADY,
        output AWVALID, AWID, AWADDR, AWLEN, AWSIZE, AWBURST,
        input WREADY,
        output WVALID, WDATA, WSTRB, WLAST,
        input BVALID, BID,
        output BREADY,
        input ARREADY,
        output ARVALID, ARID, ARADDR, ARLEN, ARSIZE, ARBURST,
        input RVALID, RID, RDATA, RLAST,
        output RREADY
    );
    modport s (
        output AWREADY,
        input AWVALID, AWID, AWADDR, AWLEN, AWSIZE, AWBURST,
        output WREADY,
        input WVALID, WDATA, WSTRB, WLAST,
        output BVALID, BID,
        input BREADY,
        output ARREADY,
        input ARVALID, ARID, ARADDR, ARLEN, ARSIZE, ARBURST,
        output RVALID, RID, RDATA, RLAST,
        input RREADY
    );
    modport mon (
        input AWREADY,
        input AWVALID, AWID, AWADDR, AWLEN, AWSIZE, AWBURST,
        input WREADY,
        input WVALID, WDATA, WSTRB, WLAST,
        input BVALID, BID,
        input BREADY,
        input ARREADY,
        input ARVALID, ARID, ARADDR, ARLEN, ARSIZE, ARBURST,
        input RVALID, RID, RDATA, RLAST,
        input RREADY
    );
endinterface
interface axis_if #(
    parameter AXIS_DATA_WIDTH = 40
    ,
    parameter ID_WIDTH = 4
) ();
    logic TVALID;
    logic TREADY;
    logic [AXIS_DATA_WIDTH-1:0] TDATA;
    logic [(AXIS_DATA_WIDTH/8)-1:0] TSTRB;
    logic TLAST;
    logic [ID_WIDTH-1:0] TID;
    modport m (
        output TVALID,
        input TREADY,
        output TDATA
        , TSTRB
        , TLAST
        , TID
    );
    modport s (
        input TVALID,
        output TREADY,
        input TDATA
        , TSTRB
        , TLAST
        , TID
    );
endinterface
interface ram_if #(
    parameter ADDR_WIDTH = 16,
    parameter BYTE_WIDTH = 8
) ();
    logic [ADDR_WIDTH-1:0] addr_a;
    logic [BYTE_WIDTH-1:0] data_a;
    logic [BYTE_WIDTH-1:0] write_a;
    logic write_en_a;
    logic [ADDR_WIDTH-1:0] addr_b;
    logic [BYTE_WIDTH-1:0] data_b;
    logic [BYTE_WIDTH-1:0] write_b;
    logic write_en_b;
    modport m (
        output addr_a, write_a, write_en_a,
        input data_a,
        output addr_b, write_b, write_en_b,
        input data_b
    );
    modport s (
        input addr_a, write_a, write_en_a,
        output data_a,
        input addr_b, write_b, write_en_b,
        output data_b
    );
endinterface
module receiver #(
    parameter CLK_FREQ          = 1_000_000_000,
    parameter BAUD_RATE         = 100_000_000,
    parameter CLK_PER_BAUD      = CLK_FREQ / BAUD_RATE,
    parameter CLK_UART_MIDPOINT = CLK_PER_BAUD / 2
) (
    input  logic       clk_i,
    input  logic       arstn_i,
    input  logic       rx_i,
    output logic [7:0] data_o,
    input  logic       data_ready_i,
    output logic       data_valid_o
);
    typedef enum logic [2:0] {
        IDLE,
        START,
        DATA,
        STOP
    } states_t;
    states_t state, state_next;
    logic data_valid, data_valid_next;
    logic [31:0] clk_counter, clk_counter_next;
    logic [2:0] byte_counter, byte_counter_next;
    logic [7:0] data, data_next;
    assign data_valid_o = data_valid;
    assign data_o = data;
    always_ff @(posedge clk_i or negedge arstn_i) begin
        if (!arstn_i) begin
            state <= IDLE;
            data_valid <= '0;
            data <= '0;
            clk_counter <= '0;
            byte_counter <= '0;
        end
        else begin
            state <= state_next;
            data_valid <= data_valid_next;
            data <= data_next;
            clk_counter <= clk_counter_next;
            byte_counter <= byte_counter_next;
        end
    end
    always_comb begin
        state_next = IDLE;
        case (state)
            IDLE: begin
                if (!rx_i) begin
                    state_next = START;
                end
                else begin
                    state_next = IDLE;
                end
            end
            START: begin
                if (clk_counter == CLK_UART_MIDPOINT) begin
                    if (!rx_i) begin
                        state_next = DATA;
                    end
                    else begin
                        state_next = START;
                    end
                end
                if (clk_counter == (CLK_PER_BAUD - 1)) begin
                    state_next = DATA;
                end
                else begin
                    state_next = START;
                end
            end
            DATA: begin
                if ((clk_counter == CLK_UART_MIDPOINT) && (byte_counter == 7)) begin
                    state_next = STOP;
                end
                else begin
                    state_next = DATA;
                end
            end
            STOP: begin
                if (clk_counter == CLK_UART_MIDPOINT) begin
                    state_next = IDLE;
                end
                else begin
                    state_next = STOP;
                end
            end
        endcase
    end
    always_comb begin
        data_valid_next = data_valid;
        clk_counter_next = clk_counter;
        byte_counter_next = byte_counter;
        data_next = data;
        case (state)
            IDLE: begin
                clk_counter_next = '0;
                byte_counter_next = '0;
                if (!rx_i) begin
                    clk_counter_next = 1;
                end
                if (data_valid_o && data_ready_i) begin
                    data_valid_next = '0;
                end
            end
            START: begin
                data_valid_next = '0;
                data_next = '0;
                clk_counter_next = (clk_counter == (CLK_PER_BAUD - 1)) ? '0 : clk_counter + 1;
            end
            DATA: begin
                clk_counter_next = (clk_counter == (CLK_PER_BAUD - 1)) ? '0 : clk_counter + 1;
                if (clk_counter == CLK_UART_MIDPOINT) begin
                    data_next[byte_counter] = rx_i;
                end
                if (clk_counter == (CLK_PER_BAUD - 1)) begin
                    byte_counter_next = byte_counter + 1;
                end
            end
            STOP: begin
                clk_counter_next = (clk_counter == (CLK_PER_BAUD - 1)) ? '0 : clk_counter + 1;
                if (clk_counter == CLK_UART_MIDPOINT) begin
                    if (rx_i) begin
                        data_valid_next = '1;
                    end
                    else begin
                        data_valid_next = '0;
                    end
                end
                if (data_valid_o && data_ready_i) begin
                    data_valid_next = '0;
                end
            end
        endcase
    end
endmodule
File: /design/flow/constraint.sdc
current_design receiver

set clk_period 3.7
set clk_io_pct 0.2

create_clock -name clk0 -period $clk_period [get_ports {clk_i}]

set non_clock_inputs [all_inputs -no_clocks]
set_input_delay [expr $clk_period * $clk_io_pct] -clock clk0 $non_clock_inputs
set_output_delay [expr $clk_period * $clk_io_pct] -clock clk0 [all_outputs]
File: /design/flow/config.mk
export PLATFORM = sky130hd
export DESIGN_NAME = receiver
export DESIGN_NICKNAME = receiver
export VERILOG_FILES = /design/flow/design.v
export SDC_FILE = /design/flow/constraint.sdc
export NUM_CORES = 4
export LEC_CHECK = 1
export CORE_UTILIZATION = 40
File: /design/flow/run.sh
#!/bin/bash
# OpenROAD 26Q1-2900-gdf79404cd8, Yosys 0.63+post, stock flow scripts
make -C /OpenROAD-flow-scripts/flow DESIGN_CONFIG=/design/flow/config.mk WORK_HOME=/design/flow/orfs finish
==> run summary <==
Status - finished clean
Largest net degree at the start of global routing - 34
Fp util - 0.425
Setup Crit Path Kind - reg2reg
WL/cell - 16.7 um
Tightest Pin Transition - 0.846 ns
I/O pin cnt - 13
Crit path time final - 2.67 ns
Cell chosen for the clock root - clkbuf_8
Power Total - 0.967 mW
Worst skew pair latency - 0.30 ns
Leak - 1.33 nW
Yosys warns - 1
Gr usage total - 0.216
CP bufs+invs - 2
Most frequent logic cell in the layout - dfrtp_1
Worst setup margin - 1.03 ns
Fraction of layout cells with a size suffix above 1 - 0.0831
Vias/cell - 6.05
Post-synth seq share - 0.408
Synth Flop Type - dfrtp_1
Asr flop ratio synth - 1.00
Placed insts - 425
Num rows - 30
Power per cell area - 295 nW/um^2
PortBufs - 12
Vias in the first global route - 2,543
Final hold violations - 0
Max Slew Vio Count - 0
OpenROAD warning count - 29
Post-synthesis register bit count - 48
Worst EP required - 3.89 ns
Vias post-DR - 2,618
HPWL after detailed placement - 4920 um
Routed WL - 7230 um
Syn_area_per_cell - 8.89 um^2
CP max FO - 23
Number of DRC markers in iteration 0 - 245
Global placer's final weighted congestion - 0.859
CP Launch Type - register
Final period util - 0.721
Post_cts resized - 0
Area delta synth->final - 11.0%
Top cells excl fill/tap - dfrtp_1 (47), nand2_1 (35), a31oi_1 (27)
Antenna cells - 0
CP arrival - 2.86 ns
Clock Path Buffers - 2
Gr ovfl total - 0
Final setup fails - 0
Layout Cells excl Fill - 433
Die width - 87.9 um
H-tree depth - 2
Post-Syn Instances - 332
Worst vdd ir - 0.169 mV
Clk_skew - 0.00544 ns
CTS Sinks - 48
Post-Syn Area - 2950 um^2
Die area - 7720 um^2
Unique cell types - 47
Die H - 87.9 um
Crit end category - register
Fill count - 651
RSZ-0062 raised after global routing - no
Antenna violations before repair - 0
Post-CTS Setup Bufs - 0
DRC - 0
Max stage delay on crit path - 0.60 ns
Yosys chip area - 2950 um^2
Top delay family on crit path - simple AND/OR/NAND/NOR gates
Place WS - 1.07 ns
Slew headroom - 0.435
Fmax - 375 MHz
First-pass GRT wire length - 12,700 um
CP cell instances - inv_1, ha_1, nor4b_2, nand4_1, nor4_4, buf_4, o31ai_1, mux2_2
Max-cap violations - 0
Post-CTS Hold Fix Bufs - 0
Router iterations before antenna repair - 4
Hold Path Class - in2async
Setup TNS - 0 ns
Clock transition at path regs - 0.09 ns
TritonCTS buffer count - 5
# Cells Yosys - 332
Slowest cell on the critical path - nor4_4
CTS tree - built
Antenna Nets Post-Route - 0
Core Area - 6940 um^2
EDFF count, synth - 0
Yosys cell counts (all sizes together) (3+ instances only):
| library cell | number | area (um^2) |
|---|---|---|
| dfrtp | 47 | 1180 |
| nand2 | 35 | 131 |
| a31oi | 27 | 169 |
| nor4 | 17 | 125 |
| nand4 | 16 | 100 |
| nand3 | 15 | 75.1 |
| nor2 | 15 | 56.3 |
| inv | 14 | 52.6 |
| nor3 | 14 | 70.1 |
| clkbuf | 12 | 46.3 |
| o21ai | 11 | 55.1 |
| or3 | 10 | 62.6 |
| buf | 9 | 50.0 |
| or4 | 9 | 67.6 |
| ha | 7 | 87.6 |
| mux2i | 6 | 60.1 |
| a21o | 5 | 37.5 |
| a21oi | 5 | 25.0 |
| and3 | 5 | 31.3 |
| and2 | 4 | 25.0 |
| and4 | 4 | 35.0 |
| mux2 | 4 | 45.0 |
| o22ai | 4 | 25.0 |
| o311a | 4 | 40.0 |
| o31ai | 4 | 30.0 |
| a41oi | 3 | 26.3 |
| nor4b | 3 | 38.8 |
flip-flops by register name, indices dropped and copies added, names as in the netlist:
| signal | count |
|---|---|
| byte_counter | 3 |
| clk_counter | 32 |
| data | 8 |
| data_valid | 1 |
| state | 4 |
cell families after synthesis:
kind of cell | count (synthesis) | share of synthesized area
simple gates | 152 | 0.288
compound gates | 78 | 0.183
flops | 48 | 0.408
buf+inv | 35 | 0.0505
mux | 10 | 0.0356
fa+ha+maj | 7 | 0.0297
xor+xnor | 2 | 0.00594
power by group:
| group | total [mW] | internal (mW) | switching (mW) |
|---|---|---|---|
| Sequential | 0.527 | 0.526 | 0.00101 |
| Clock | 0.417 | 0.239 | 0.179 |
| Combinational | 0.0224 | 0.00839 | 0.0140 |
| Total | 0.967 | 0.773 | 0.194 |
path summary, 6_finish.rpt:
| kind | start | end | slack [ns] | cells past startpoint |
|---|---|---|---|---|
| max | clk_counter[1] | clk_counter[18] | 1.03 | 8 |
| min | arstn_i | clk_counter[25] | 0.37 | 1 |
| max reg2reg | clk_counter[1] | clk_counter[18] | 1.03 | 8 |
| min reg2reg | clk_counter[22] | clk_counter[22] | 0.53 | 1 |
| max in group asynchronous | arstn_i | state[0] | 2.54 | 2 |
| min in group clk0 | clk_counter[22] | clk_counter[22] | 0.53 | 1 |
metrics by stage:
step / utilization / hold WS, ns / instance area [um^2]
finish: 0.472 / 0.372 / 3270
global route: 0.472 / 0.403 / 3270
CTS: 0.472 / 0.382 / 3270
detailed placement: 0.453 / 0.511 / 3150
global placement: 0.453 / 0.502 / 3150
floorplan: - / 0.444 / 2950
routing by layer:
metal	GRT usage	wire (um)	up-vias
met2	0.323	3200	68
met3	0.0410	358	4
met5	0	0	-
met4	0.0283	63	0
li1	-	-	1288
met1	0.345	3610	1258
area by class of cell:
type / instances / area (um^2) / share of cell area
clock buffer: 7 / 96.3 / 0.0294
clock inverter: 1 / 30.0 / 0.00917
inverter: 14 / 52.6 / 0.0160
multi-input combinational: 249 / 1610 / 0.493
sequential: 48 / 1200 / 0.367
tap: 96 / 120 / 0.0367
timing repair buffer: 18 / 160 / 0.0489
Power is estimated from default activity; no workload was simulated.
