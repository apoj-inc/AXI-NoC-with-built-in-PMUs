==> ./design.v <==
interface axi_if #(
    parameter ID_W_WIDTH = 4,
    parameter ID_R_WIDTH = 4,
    parameter ADDR_WIDTH = 16,
    parameter AXI_DATA_WIDTH = 32
) ();
    logic AWVALID;
    logic AWREADY;
    logic [ID_W_WIDTH-1:0] AWID;
    logic [ADDR_WIDTH-1:0] AWADDR;
    logic [7:0] AWLEN;
    logic [2:0] AWSIZE;
    logic [1:0] AWBURST;
    logic WVALID;
    logic WREADY;
    logic [AXI_DATA_WIDTH-1:0] WDATA;
    logic [(AXI_DATA_WIDTH/8)-1:0] WSTRB;
    logic WLAST;
    logic BVALID;
    logic BREADY;
    logic [ID_W_WIDTH-1:0] BID;
    logic ARVALID;
    logic ARREADY;
    logic [ID_R_WIDTH-1:0] ARID;
    logic [ADDR_WIDTH-1:0] ARADDR;
    logic [7:0] ARLEN;
    logic [2:0] ARSIZE;
    logic [1:0] ARBURST;
    logic RVALID;
    logic RREADY;
    logic [ID_R_WIDTH-1:0] RID;
    logic [AXI_DATA_WIDTH-1:0] RDATA;
    logic RLAST;
    modport m (
        input AWREADY,
        output AWVALID, AWID, AWADDR, AWLEN, AWSIZE, AWBURST,
        input WREADY,
        output WVALID, WDATA, WSTRB, WLAST,
        input BVALID, BID,
        output BREADY,
        input ARREADY,
        output ARVALID, ARID, ARADDR, ARLEN, ARSIZE, ARBURST,
        input RVALID, RID, RDATA, RLAST,
        output RREADY
    );
    modport s (
        output AWREADY,
        input AWVALID, AWID, AWADDR, AWLEN, AWSIZE, AWBURST,
        output WREADY,
        input WVALID, WDATA, WSTRB, WLAST,
        output BVALID, BID,
        input BREADY,
        output ARREADY,
        input ARVALID, ARID, ARADDR, ARLEN, ARSIZE, ARBURST,
        output RVALID, RID, RDATA, RLAST,
        input RREADY
    );
    modport mon (
        input AWREADY,
        input AWVALID, AWID, AWADDR, AWLEN, AWSIZE, AWBURST,
        input WREADY,
        input WVALID, WDATA, WSTRB, WLAST,
        input BVALID, BID,
        input BREADY,
        input ARREADY,
        input ARVALID, ARID, ARADDR, ARLEN, ARSIZE, ARBURST,
        input RVALID, RID, RDATA, RLAST,
        input RREADY
    );
endinterface
interface axis_if #(
    parameter AXIS_DATA_WIDTH = 40
    ,
    parameter ID_WIDTH = 4
) ();
    logic TVALID;
    logic TREADY;
    logic [AXIS_DATA_WIDTH-1:0] TDATA;
    logic [(AXIS_DATA_WIDTH/8)-1:0] TSTRB;
    logic TLAST;
    logic [ID_WIDTH-1:0] TID;
    modport m (
        output TVALID,
        input TREADY,
        output TDATA
        , TSTRB
        , TLAST
        , TID
    );
    modport s (
        input TVALID,
        output TREADY,
        input TDATA
        , TSTRB
        , TLAST
        , TID
    );
endinterface
interface ram_if #(
    parameter ADDR_WIDTH = 16,
    parameter BYTE_WIDTH = 8
) ();
    logic [ADDR_WIDTH-1:0] addr_a;
    logic [BYTE_WIDTH-1:0] data_a;
    logic [BYTE_WIDTH-1:0] write_a;
    logic write_en_a;
    logic [ADDR_WIDTH-1:0] addr_b;
    logic [BYTE_WIDTH-1:0] data_b;
    logic [BYTE_WIDTH-1:0] write_b;
    logic write_en_b;
    modport m (
        output addr_a, write_a, write_en_a,
        input data_a,
        output addr_b, write_b, write_en_b,
        input data_b
    );
    modport s (
        input addr_a, write_a, write_en_a,
        output data_a,
        input addr_b, write_b, write_en_b,
        output data_b
    );
endinterface
module transmitter #(
    parameter CLK_FREQ     = 1_000_000_000,
    parameter BAUD_RATE    = 100_000_000,
    parameter CLK_PER_BAUD = CLK_FREQ / BAUD_RATE
) (
    input  logic       clk_i,
    input  logic       arstn_i,
    output logic       tx_o,
    input  logic [7:0] data_i,
    output logic       data_ready_o,
    input  logic       data_valid_i
);
    typedef enum logic [2:0] {
        IDLE,
        START,
        DATA,
        STOP
    } states_t;
    states_t state, state_next;
    logic [31:0] clk_counter, clk_counter_next;
    logic [2:0] byte_counter, byte_counter_next;
    logic [7:0] data_reg, data_reg_next;
    assign data_ready_o = (state == IDLE);
    always_ff @(posedge clk_i or negedge arstn_i) begin
        if (!arstn_i) begin
            state <= IDLE;
            clk_counter <= '0;
            byte_counter <= '0;
            data_reg <= '0;
        end
        else begin
            state <= state_next;
            clk_counter <= clk_counter_next;
            byte_counter <= byte_counter_next;
            data_reg <= data_reg_next;
        end
    end
    always_comb begin
        state_next = IDLE;
        case (state)
            IDLE: begin
                if (data_valid_i) begin
                    state_next = START;
                end
                else begin
                    state_next = IDLE;
                end
            end
            START: begin
                if (clk_counter == (CLK_PER_BAUD - 1)) begin
                    state_next = DATA;
                end
                else begin
                    state_next = START;
                end
            end
            DATA: begin
                if ((clk_counter == (CLK_PER_BAUD - 1)) && (byte_counter == 7)) begin
                    state_next = STOP;
                end
                else begin
                    state_next = DATA;
                end
            end
            STOP: begin
                if (clk_counter == (CLK_PER_BAUD - 1)) begin
                    state_next = IDLE;
                end
                else begin
                    state_next = STOP;
                end
            end
        endcase
    end
    always_comb begin
        tx_o = '1;
        byte_counter_next = byte_counter;
        clk_counter_next = clk_counter;
        data_reg_next = data_reg;
        case (state)
            IDLE: begin
                byte_counter_next = '0;
                clk_counter_next = '0;
                tx_o = '1;
                if (data_valid_i) begin
                    data_reg_next = data_i;
                end
            end
            START: begin
                tx_o = '0;
                clk_counter_next = (clk_counter == (CLK_PER_BAUD - 1)) ? '0 : clk_counter + 1;
            end
            DATA: begin
                tx_o = data_reg[byte_counter];
                clk_counter_next = (clk_counter == (CLK_PER_BAUD - 1)) ? '0 : clk_counter + 1;
                if (clk_counter == (CLK_PER_BAUD - 1)) begin
                    byte_counter_next = byte_counter + 1;
                end
            end
            STOP: begin
                tx_o = '1;
                clk_counter_next = (clk_counter == (CLK_PER_BAUD - 1)) ? '0 : clk_counter + 1;
            end
        endcase
    end
endmodule
==> ./run.sh <==
#!/bin/bash
# OpenROAD 26Q1-2900-gdf79404cd8, Yosys 0.63+post, stock flow scripts
make -C /OpenROAD-flow-scripts/flow DESIGN_CONFIG=/design/flow/config.mk WORK_HOME=/design/flow/orfs finish
==> ./config.mk <==
export PLATFORM = sky130hd
export DESIGN_NAME = transmitter
export DESIGN_NICKNAME = transmitter
export VERILOG_FILES = /design/flow/design.v
export SDC_FILE = /design/flow/constraint.sdc
export NUM_CORES = 4
export LEC_CHECK = 1
export CORE_UTILIZATION = 30
==> ./constraint.sdc <==
current_design transmitter

set clk_period 4.8
set clk_io_pct 0.2

create_clock -name clk0 -period $clk_period [get_ports {clk_i}]

set non_clock_inputs [all_inputs -no_clocks]
set_input_delay [expr $clk_period * $clk_io_pct] -clock clk0 $non_clock_inputs
set_output_delay [expr $clk_period * $clk_io_pct] -clock clk0 [all_outputs]
==> impl_metrics.tcl <==
# flow metrics
set metrics [dict create \
    yosys-dominant-comb-family "simple AND/OR/NAND/NOR gates" \
    timing.critical_path.to_type "output pin" \
    cts-root-buf "sky130_fd_sc_hd__clkbuf_8" \
    first_iter_violations 99 \
    timing.critical_path.max_delay_family "multiplexers" \
    clock_tree.htree_level_count 2 \
    n_fill_cell 872 \
    xor_xnor_area_share_pct 0.328 \
    placeableCoreArea_sq_mm 0.00868 \
    firstDrtPassIters 4 \
    syn-cell-area_sq_mm 0.00267 \
    yosys_warnings 1 \
    layout_top_cells_excl_fill_tap "sky130_fd_sc_hd__dfrtp_1, sky130_fd_sc_hd__a31oi_1, sky130_fd_sc_hd__nand2_1" \
    worstSkewPairLatency_ns 0.30 \
    total_leakage_power_nw 1.30 \
    m1WireLength_mm 2.64 \
    synth_async_sr_flop_share_pct 100 \
    cpMaxStageDelayCell "sky130_fd_sc_hd__mux4_2" \
    chipWidth_um 96.3 \
    grt_max_degree 48 \
    drt-wirelength-per-cell_um 13.9 \
    synth_area_per_cell_sq_um 10.2 \
    global_route.usage.total_pct 12.3 \
    grt_antenna_before_repair 0 \
    area_of_the_die_sq_mm 0.00928 \
    critPathMostFrequentCell "sky130_fd_sc_hd__mux2i_1" \
    grt.overflow.total 0 \
    met3WireLength_um 190 \
    vdd_drop_max_uv 145 \
    mux_share_pct 8.43 \
    grt_pass1_vias 1865 \
    clock.fmax_mhz 346 \
    count_of_nets_left_with_antenna_violations_after_detail_routing 0 \
    ff_type "sky130_fd_sc_hd__dfrtp_1" \
    crit_path_max_incr_delay_ns 0.53 \
    status "finished, final reports clean" \
    finalClockPeriodUsage_pct 60.2 \
    critical_path_arrival_ns 1.93 \
    report.final.slew_viol_count 0 \
    synth_stat.cells 262 \
    reg2reg_setup_slack_ns 2.54 \
    cts-resized-gates 0 \
    enable_flop_cells 0 \
    routed.top_layer "met4" \
    critical_path_class "reg2out" \
    finalWeightedCongestion 0.784 \
    finalCriticalPeriod_ns 2.89 \
    cp_num_buf_inv 1 \
    clock_tree_from_tritoncts "built" \
    wl_met2_mm 2.38 \
    dpl.hpwl_mm 3.43 \
    ys_sh_simple_pct 22.2 \
    tally_of_non_filler_cells_in_the_final_layout 378 \
    die_height_um 96.3 \
    critPathRequiredTime_ns 3.84 \
    setup_skew_ns 0.0110 \
    viasPerCell 5.39 \
    postRouteWirelength_mm 5.27 \
    fraction_of_layout_instances_using_a_drive_strength_above_1_pct 12.6 \
    yosys.stat.seqShare_pct 44.1 \
    floorplan.initialDensity_pct 30.8 \
    remaining_drc_errors 0 \
    hold_viol 0 \
    report.final.setup_viol 0 \
    maxCapViolations 0 \
    clk_transition_reported_paths_ns 0.09 \
    critical_path.max_fanout 5 \
    fin_total_pwr_mw 0.742 \
    synthCells 262 \
    post-cts-setup-buffer-count 0 \
    yosys_area_sq_mm 0.00267 \
    final_common_cell "sky130_fd_sc_hd__dfrtp_1" \
    clock_tree.buffer_depth 2 \
    largest_reg_flops 32 \
    synth.ff_latch_count 47 \
    ys_types 47 \
    grt_pass1_wl_mm 8.94 \
    io-pin-count 13 \
    setup_total_negative_slack_ns 0 \
    post_synth_ao_oa_area_fraction_pct 17.9 \
    startpoint_kind_of_the_worst_setup_timing_path "flop" \
    timing_worst_slew_pin_value_ns 0.615 \
    placementRows 34 \
    cts-buffers-inserted 5 \
    hold_buffers 0 \
    path_cells "mux4_2, mux2i_1, mux2i_1, clkdlybuf4s50_1" \
    p_per_area_mw_per_mm2 250 \
    fa_ha_area_share_pct 1.87 \
    areaGrowthSynthToFinish_pct 11.2 \
    holdCritPathClass "reg2reg" \
    grt_setup_unrepaired "no" \
    dp_cells 370 \
    clock-sinks 47 \
    timing.slew.headroom_pct 59.0 \
    via_count 2036 \
    port_buffers 12 \
    warnings 26 \
    final_util_pct 34.2 \
    route.antenna.diode_count 0 \
]
cells by family after synthesis:
group | count (synthesis)
AND/OR/NAND/NOR | 92
AND-OR/OR-AND | 75
adder cells (fa/ha/maj) | 4
flip-flops | 47
buffers and inverters | 24
multiplexers | 19
XOR/XNOR | 1
routing by layer:
metal  vias to the layer above  global-route usage [%]
met5                         -                       0
met4                         0                    1.47
met3                         6                    1.93
met2                        29                    18.9
met1                       983                    19.1
li1                       1018                       -
power breakdown:
group	internal, mW	switching, mW
clock network	0.169	0.136
registers	0.403	0.00344
logic	0.0179	0.0116
total	0.590	0.152
area by class of cell:
| class | instances | area (sq um) | area share, % |
|---|---|---|---|
| clock inverters | 2 | 35.0 | 1.18 |
| clock buffers | 6 | 82.6 | 2.78 |
| multi-input cells | 191 | 1360 | 45.9 |
| well taps | 108 | 135 | 4.55 |
| inverters | 8 | 30.0 | 1.01 |
| repair buffers | 16 | 145 | 4.89 |
| flip-flops and latches | 47 | 1180 | 39.7 |
final timing paths:
path	from	to	cells after the start
min	clk_counter[18]$_DFFE_PN0P_	clk_counter[18]$_DFFE_PN0P_	1
min reg2reg	clk_counter[18]$_DFFE_PN0P_	clk_counter[18]$_DFFE_PN0P_	1
min in group asynchronous	arstn_i	data_reg[5]$_DFFE_PN0P_	2
max in group asynchronous	arstn_i	clk_counter[8]$_DFFE_PN0P_	2
max	byte_counter[0]$_DFFE_PN0P_	tx_o	4
max reg2reg	clk_counter[0]$_DFFE_PN0P_	clk_counter[16]$_DFFE_PN0P_	7
through the flow:
step / worst slack, ns / area (sq um) / hold slack, ns
2_1_floorplan: 2.73 / 2670 / 0.452
3_3_place_gp: 2.21 / 2850 / 0.484
3_5_place_dp: 2.22 / 2850 / 0.480
4_1_cts: 1.88 / 2970 / 0.493
5_1_grt: 1.77 / 2970 / 0.524
6_report: 1.91 / 2970 / 0.492
cells in the mapped netlist (2+ instances only):
library cell,count,share of area (%)
sky130_fd_sc_hd__a21o_1,5,1.4
sky130_fd_sc_hd__a21oi_1,15,2.8
sky130_fd_sc_hd__a22o_1,2,0.66
sky130_fd_sc_hd__a31oi_1,24,5.6
sky130_fd_sc_hd__a41oi_1,3,0.98
sky130_fd_sc_hd__and2_1,4,0.94
sky130_fd_sc_hd__and3_1,5,1.2
sky130_fd_sc_hd__and4_1,6,2.0
sky130_fd_sc_hd__buf_2,8,1.5
sky130_fd_sc_hd__buf_4,2,0.56
sky130_fd_sc_hd__buf_6,4,1.7
sky130_fd_sc_hd__clkbuf_1,2,0.28
sky130_fd_sc_hd__dfrtp_1,46,43
sky130_fd_sc_hd__ha_1,4,1.9
sky130_fd_sc_hd__inv_1,8,1.1
sky130_fd_sc_hd__mux2_2,8,3.4
sky130_fd_sc_hd__mux2i_1,9,3.4
sky130_fd_sc_hd__mux4_2,2,1.7
sky130_fd_sc_hd__nand2_1,22,3.1
sky130_fd_sc_hd__nand2b_1,6,1.4
sky130_fd_sc_hd__nand3_1,13,2.4
sky130_fd_sc_hd__nand4_1,6,1.4
sky130_fd_sc_hd__nand4_4,2,1.6
sky130_fd_sc_hd__nor2_1,5,0.70
sky130_fd_sc_hd__nor3_1,5,0.94
sky130_fd_sc_hd__nor4_1,7,1.6
sky130_fd_sc_hd__nor4_2,2,0.94
sky130_fd_sc_hd__nor4_4,2,1.6
sky130_fd_sc_hd__o21ai_0,12,2.2
sky130_fd_sc_hd__o21ai_1,4,0.75
sky130_fd_sc_hd__o2bb2ai_1,2,0.66
sky130_fd_sc_hd__or3_1,2,0.47
Power is estimated from default activity; no workload was simulated.
