### config.mk
export PLATFORM = sky130hd
export DESIGN_NAME = stream_fifo
export DESIGN_NICKNAME = stream_fifo
export VERILOG_FILES = /design/flow/design.v
export SDC_FILE = /design/flow/constraint.sdc
export NUM_CORES = 4
export LEC_CHECK = 1
export CORE_UTILIZATION = 30
### constraint.sdc
current_design stream_fifo

set clk_period 17.2
set clk_io_pct 0.2

create_clock -name clk0 -period $clk_period [get_ports {ACLK}]

set non_clock_inputs [all_inputs -no_clocks]
set_input_delay [expr $clk_period * $clk_io_pct] -clock clk0 $non_clock_inputs
set_output_delay [expr $clk_period * $clk_io_pct] -clock clk0 [all_outputs]
### design.v
interface axi_if #(
    parameter ID_W_WIDTH = 4,
    parameter ID_R_WIDTH = 4,
    parameter ADDR_WIDTH = 16,
    parameter AXI_DATA_WIDTH = 32
) ();
    logic AWVALID;
    logic AWREADY;
    logic [ID_W_WIDTH-1:0] AWID;
    logic [ADDR_WIDTH-1:0] AWADDR;
    logic [7:0] AWLEN;
    logic [2:0] AWSIZE;
    logic [1:0] AWBURST;
    logic WVALID;
    logic WREADY;
    logic [AXI_DATA_WIDTH-1:0] WDATA;
    logic [(AXI_DATA_WIDTH/8)-1:0] WSTRB;
    logic WLAST;
    logic BVALID;
    logic BREADY;
    logic [ID_W_WIDTH-1:0] BID;
    logic ARVALID;
    logic ARREADY;
    logic [ID_R_WIDTH-1:0] ARID;
    logic [ADDR_WIDTH-1:0] ARADDR;
    logic [7:0] ARLEN;
    logic [2:0] ARSIZE;
    logic [1:0] ARBURST;
    logic RVALID;
    logic RREADY;
    logic [ID_R_WIDTH-1:0] RID;
    logic [AXI_DATA_WIDTH-1:0] RDATA;
    logic RLAST;
    modport m (
        input AWREADY,
        output AWVALID, AWID, AWADDR, AWLEN, AWSIZE, AWBURST,
        input WREADY,
        output WVALID, WDATA, WSTRB, WLAST,
        input BVALID, BID,
        output BREADY,
        input ARREADY,
        output ARVALID, ARID, ARADDR, ARLEN, ARSIZE, ARBURST,
        input RVALID, RID, RDATA, RLAST,
        output RREADY
    );
    modport s (
        output AWREADY,
        input AWVALID, AWID, AWADDR, AWLEN, AWSIZE, AWBURST,
        output WREADY,
        input WVALID, WDATA, WSTRB, WLAST,
        output BVALID, BID,
        input BREADY,
        output ARREADY,
        input ARVALID, ARID, ARADDR, ARLEN, ARSIZE, ARBURST,
        output RVALID, RID, RDATA, RLAST,
        input RREADY
    );
    modport mon (
        input AWREADY,
        input AWVALID, AWID, AWADDR, AWLEN, AWSIZE, AWBURST,
        input WREADY,
        input WVALID, WDATA, WSTRB, WLAST,
        input BVALID, BID,
        input BREADY,
        input ARREADY,
        input ARVALID, ARID, ARADDR, ARLEN, ARSIZE, ARBURST,
        input RVALID, RID, RDATA, RLAST,
        input RREADY
    );
endinterface
interface axis_if #(
    parameter AXIS_DATA_WIDTH = 40
    ,
    parameter ID_WIDTH = 4
) ();
    logic TVALID;
    logic TREADY;
    logic [AXIS_DATA_WIDTH-1:0] TDATA;
    logic [(AXIS_DATA_WIDTH/8)-1:0] TSTRB;
    logic TLAST;
    logic [ID_WIDTH-1:0] TID;
    modport m (
        output TVALID,
        input TREADY,
        output TDATA
        , TSTRB
        , TLAST
        , TID
    );
    modport s (
        input TVALID,
        output TREADY,
        input TDATA
        , TSTRB
        , TLAST
        , TID
    );
endinterface
interface ram_if #(
    parameter ADDR_WIDTH = 16,
    parameter BYTE_WIDTH = 8
) ();
    logic [ADDR_WIDTH-1:0] addr_a;
    logic [BYTE_WIDTH-1:0] data_a;
    logic [BYTE_WIDTH-1:0] write_a;
    logic write_en_a;
    logic [ADDR_WIDTH-1:0] addr_b;
    logic [BYTE_WIDTH-1:0] data_b;
    logic [BYTE_WIDTH-1:0] write_b;
    logic write_en_b;
    modport m (
        output addr_a, write_a, write_en_a,
        input data_a,
        output addr_b, write_b, write_en_b,
        input data_b
    );
    modport s (
        input addr_a, write_a, write_en_a,
        output data_a,
        input addr_b, write_b, write_en_b,
        output data_b
    );
endinterface
module stream_fifo #(
    parameter DATA_WIDTH = 32,
    parameter FIFO_LEN = 16
) (
    input logic ACLK,
    input logic ARESETn,
    input logic [DATA_WIDTH-1:0] data_i,
    input logic valid_i,
    output logic ready_o,
    output logic [DATA_WIDTH-1:0]  data_o,
    output logic valid_o,
    input logic ready_i
);
    localparam ADDR_WIDTH = $clog2(FIFO_LEN);
    logic [DATA_WIDTH-1:0] fifo_mem [FIFO_LEN];
    logic [ADDR_WIDTH-1:0] read_ptr, read_ptr_reg;
    logic [ADDR_WIDTH-1:0] write_ptr;
    logic [ADDR_WIDTH:0] count;
    assign data_o = fifo_mem[read_ptr];
    assign valid_o = (count > 0);
    assign ready_o = !(count == FIFO_LEN);
    always_ff @(posedge ACLK or negedge ARESETn) begin
        if (!ARESETn) begin
            read_ptr <= 0;
            write_ptr <= 0;
            count <= 0;
        end
        else begin
            if (valid_i && ready_o) begin
                write_ptr <= (write_ptr == (FIFO_LEN - 1)) ? 0 : write_ptr + 1;
            end
            if (valid_o && ready_i) begin
                read_ptr <= (read_ptr == (FIFO_LEN - 1)) ? 0 : read_ptr + 1;
            end
            if (valid_i && ready_o && !(valid_o && ready_i)) begin
                count <= count + 1;
            end
            else if (!(valid_i && ready_o) && (valid_o && ready_i)) begin
                count <= count - 1;
            end
        end
    end
    always @(posedge ACLK) begin
        if (valid_i && ready_o) begin
            fifo_mem[write_ptr] <= data_i;
        end
    end
endmodule
### run.sh
#!/bin/bash
# OpenROAD 26Q1-2900-gdf79404cd8, Yosys 0.63+post, stock flow scripts
make -C /OpenROAD-flow-scripts/flow DESIGN_CONFIG=/design/flow/config.mk WORK_HOME=/design/flow/orfs finish
==> changes_impl.md <==
### Physical design

* Setup TNS at 0 ns
* Post-route ant nets at 0
* Sequential share of power at 0.416
* Log Warnings at 29
* Least-Margin Pin Slew at 0.793 ns
* Sequential-to-total area share from yosys stat at 0.781
* Achievable Freq at 140 MHz
* Overall power at 3.86 mW
* Ys flops at 525
* Clk sinks at 525
* Mapped Cells at 890
* Yosys Chip Area at 0.0201 sq mm
* Met3 usage at 0.0970
* Setup Viol. Count Final at 0
* Cts hold-fix bufs at 0
* Synth warn at 1
* Top reg by flops: fifo_mem
* Clk_skew at 0.0172 ns
* P per Cell Area at 163 mW/mm^2
* Core Util, Final at 0.360
* Leakage power at 7.40 nW
* Fillcell total at 5885
* Routability cong. at 0.766
* Largest net degree at the start of global routing at 46
* Largest regs: fifo_mem x512, count x5
* Clock transition at path regs at 0.06 ns
* Drt drc at 0
* Cycle use final at 0.415
* Slew Limit Fails at 0
* Max_cap viols at 0
* Critical Path Fanout Max at 31
* Max reg flops at 512
* Outcome: finished, final reports clean
* Final setup margin at 10.07 ns
* Layout cells sized above 1 at 0.241
* Area grow syn2layout at 18.1%
* Hold Path Class: flip-flop to flip-flop
* NetSw at 1.07 mW
* Placed Cells at 1805
* Root buffer cell: clkbuf_16
* Final hold vios at 0
* Cells in synth_stat.txt at 890
* Clock latency (worst-skew pair) at 0.59 ns
* Initial antenna violation count at 1
* Die y size at 261 um
* Mean routed wirelength per cell at 22.2 um
* Site Rows at 94
* TritonCTS clock tree: built
* Die area at 0.0681 sq mm
* Init Core Util at 0.305
* I/O pin count at 70
* Reg2reg path depth at 10
* Cell Type Count at 36
* Gate power share at 0.272
* Core ar. at 0.0660 sq mm
* Power Internal at 2.79 mW
* CP Capture Type: output pin
* Fin cells at 1907
* WHS Path Cells at 1
* I/O Buffers at 69
* Slew headroom at 0.471
* Most frequent cells in the layout: 512 x edfxtp_1, 113 x mux4_2, 69 x clkdlybuf4s50_1
* Clk pwr share at 0.312
* Drt initial violations at 520
* First-pass GRT wire length at 63600 um
* Width of the die at 261 um
* # resized after CTS at 0
* M2 GR Usage at 0.205
* GRT busiest layer: met2
* Pre-CTS setup slack at 10.56 ns
* Syn Area/Cell at 22.6 sq um
* Commonest Layout Cell: edfxtp_1
* Worst Path Arrival at 3.69 ns
* N_diodes at 0
* Maximum clock path buffer count at 3
* Total CTS buffers at 55
* DR vias at 9308
* HPWL after DPL at 23300 um
* Worst Path Required at 13.76 ns
* CP startpoint kind: flip-flop
* Synthesized area at 0.0201 sq mm
* Setup Fix Bufs, Post-CTS at 0
* CTS HTree Levels at 2
* M1 GR Usage at 0.170
* GR Util All Layers at 0.137
* Grt total ovfl at 0
* Crit Path Class: flip-flop to output pin
* Unrepaired setup endpoints after global routing: no
* Worst IR Drop VDD at 106 uV
* DR pass1 iterations at 23
* Vias per inst at 4.88
* Net Sw Frac at 0.276
* Final min period at 7.13 ns
* Drt total wl at 42300 um
* Vias in the first global route at 10100
==> worst paths after layout <==
path	startpoint	end	slack (ns)
worst min-delay path	count[0]	count[0]	0.55
min in group asynchronous	ARESETn	count[2]	3.27
max in group asynchronous	ARESETn	read_ptr[0]	13.40
worst max-delay path	read_ptr[0]	data_o[14]	10.07
worst min register to register	count[0]	count[0]	0.55
worst max register to register	count[1]	count[4]	14.34
==> per-layer routing <==
layer	vias up	wire [um]
met4	2	818
met5	-	14
met3	67	6450
li1	3996	-
met2	569	20100
met1	4674	15000
==> worst max-delay path: stages (launching register included) <==
cell and delay (ns):
dfrtp_4 0.80, buf_4 0.51, buf_4 0.47, mux4_2 0.56, o22ai_1 0.16, nor2_1 0.10
clkdlybuf4s50_1 0.43
==> cell families after synthesis <==
logic type / after synthesis / synth area share
AND/OR/NAND/NOR: 81 / 0.0173
flip-flops: 525 / 0.781
multiplexers: 130 / 0.147
adder cells (fa/ha/maj): 11 / 0.00722
buffers and inverters: 57 / 0.0194
AND-OR/OR-AND: 81 / 0.0258
XOR/XNOR: 5 / 0.00218
==> power by group through the flow <==
stage                 logic (mW)  registers (mW)  clock network, mW
final                       1.05            1.61               1.20
after global routing        1.15            1.62               1.28
after CTS                   1.08            1.61               1.23
==> cells in the mapped netlist <==
cell | instances | area share
a21boi_1 | 2 | 0.00075
edfxtp_1 | 512 | 0.76
a21oi_1 | 1 | 0.00025
ha_1 | 10 | 0.0062
or3_1 | 1 | 0.00031
nor2_1 | 45 | 0.0084
mux4_1 | 15 | 0.020
buf_2 | 14 | 0.0035
xor2_1 | 1 | 0.00044
xnor2_1 | 4 | 0.0017
a21o_1 | 1 | 0.00037
buf_4 | 5 | 0.0019
clkbuf_4 | 3 | 0.0011
o22ai_1 | 64 | 0.020
o21a_1 | 1 | 0.00037
clkbuf_1 | 12 | 0.0022
mux2_2 | 2 | 0.0011
nand3_1 | 7 | 0.0017
buf_1 | 5 | 0.00093
nor2b_1 | 1 | 0.00031
buf_12 | 6 | 0.0060
o2111ai_1 | 3 | 0.0013
fa_1 | 1 | 0.0010
nor3_1 | 5 | 0.0012
nand2b_1 | 5 | 0.0016
inv_1 | 8 | 0.0015
dfrtp_1 | 13 | 0.016
o311ai_0 | 1 | 0.00044
o21ai_0 | 5 | 0.0012
or2_2 | 1 | 0.00031
buf_6 | 4 | 0.0022
nor4_2 | 1 | 0.00062
a22o_1 | 2 | 0.00087
nand2_1 | 15 | 0.0028
a31oi_1 | 1 | 0.00031
mux4_2 | 113 | 0.13
==> area by class of cell <==
cell class,instances,area [sq um],area share
Inverter,8,30.0,0.00126
Tap cell,864,1080,0.0455
Sequential cell,525,15700,0.661
Timing Repair Buffer,100,923,0.0389
Clock buffer,73,1500,0.0629
Clock inverter,29,377,0.0159
Multi-Input combinational cell,308,4140,0.174
==> through the flow <==
step / cell area, sq um / hold WS [ns]
6_report: 23800 / 0.550
5_1_grt: 23800 / 0.580
4_1_cts: 23800 / 0.548
3_5_place_dp: 21900 / 0.526
3_3_place_gp: 21900 / 0.538
2_1_floorplan: 20100 / 0.497
Power and IR drop assume default switching activity.
